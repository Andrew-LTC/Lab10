==> design/flow/design.v <==
`timescale 1ns / 1ps
module Morse_Decoder_FSM(
    input clk, reset_n,
    input b, 
    output dot, dash, lg, wg,
    input count,
    output timer_reset, counter_reset
    );
    reg [3:0] state_reg, state_next;
    localparam  s0 = 0, s1 = 1, s2 = 2, 
                s3 = 3, s4 = 4, s5 = 5, 
                s6 = 6, s7 = 7, s8 = 8, 
                s9 = 9, s10 = 10;
    always @(posedge clk, negedge reset_n)
    begin
        if(~reset_n)
            state_reg <= 0;
        else
            state_reg <= state_next;
    end
    always @(*)
    begin
        case(state_reg)
            s0: if(b)                       state_next = s1;
                else if(~b)                 state_next = s0;    
            s1: if(~b)                      state_next = s0;
                else if(b & (count != 1))   state_next = s1;
                else if(b & (count == 1))   state_next = s2;
            s2: if(b)                       state_next = s4;
                else if(~b)                 state_next = s3;
            s3: if(b)                       state_next = s1;
                else if(~b)                 state_next = s6;
            s4: if(~b)                      state_next = s3;
                else if(b & (count != 2))   state_next = s4;
                else if(b & (count == 2))   state_next = s5;
            s5: if(b)                       state_next = s5;
                    else if(~b)             state_next = s6;
            s6: if(b)                       state_next = s0;
                else if(~b & (count != 3))  state_next = s6;
                else if(~b & (count == 3))  state_next = s7;
            s7: if(b)                       state_next = s8;
                else if(~b)                 state_next = s9;
            s8: state_next = s0;
            s9: if(b)                       state_next = s8;
                else if(~b & (count != 4))  state_next = s9;
                else if(~b & (count == 4))  state_next = s10;
            s10:state_next = s0;
            default: state_next = state_reg;
        endcase
    end
    assign timer_reset = ((state_reg == s0) | (state_reg == s2) | (state_reg == s3)
                          | (state_reg == s5) | (state_reg == s7));
    assign counter_reset = ((state_reg == s0) | (state_reg == s2) | (state_reg == s3)
                          | (state_reg == s5) | (state_reg == s7));
    assign dot = (state_reg == s3);
    assign dash = (state_reg == s5);
    assign lg = (state_reg == s8);
    assign wg = (state_reg == s10);
endmodule
==> design/flow/run.sh <==
#!/bin/bash
# OpenROAD 26Q1-2900-gdf79404cd8, Yosys 0.63+post, stock flow scripts
make -C /OpenROAD-flow-scripts/flow DESIGN_CONFIG=/design/flow/config.mk WORK_HOME=/design/flow/orfs finish
==> design/flow/config.mk <==
export PLATFORM = sky130hd
export DESIGN_NAME = Morse_Decoder_FSM
export DESIGN_NICKNAME = Morse_Decoder_FSM
export VERILOG_FILES = /design/flow/design.v
export SDC_FILE = /design/flow/constraint.sdc
export NUM_CORES = 4
export LEC_CHECK = 1
export CORE_AREA = 10 10 71 71
export DIE_AREA = 0 0 81 81
==> design/flow/constraint.sdc <==
current_design Morse_Decoder_FSM

set clk_period 2.3
set clk_io_pct 0.2

create_clock -name clk0 -period $clk_period [get_ports {clk}]

set non_clock_inputs [all_inputs -no_clocks]
set_input_delay [expr $clk_period * $clk_io_pct] -clock clk0 $non_clock_inputs
set_output_delay [expr $clk_period * $clk_io_pct] -clock clk0 [all_outputs]
==> notes.md <==
From the run reports.

- The run finished with clean final reports.
- Measured along the x axis, the die boundary spans 81 um.
- The number of standard cells reported by yosys reads 47.
- The initial antenna violation count came to 0.
- 10 I/O pins were placed.
- According to the floorplan log, the row count is 22.
- Across the run, the number of max-cap violations was 0.
- The final number of max-transition violations is 0.
- The capturing point of the worst reg2reg path reads state_reg[0].
- The buffer count from post-CTS setup fixing reads 0.
- The main kind of combinational logic by area reads simple AND/OR/NAND/NOR gates.
- The number of routed nets with antenna violations reads 0.
- The mean post-synth cell area reads 8.945 sq um.
- The switching power as a share of total power reads 19.65%.
- The number of unconstrained endpoints is 4.
- The largest stage delay on the critical path is between 0.5 and 0.6 ns.
- The post-synthesis share of cell area spent on xor and xnor gates is 4.167%.
- The combinational power share is a little over an eighth.
- The clock-pin transition on the worst setup and hold timing paths reads 0.03 ns.
- For this run, the number of Yosys warnings is 1.
- The power per standard cell area is 445.1 nW/um^2.
- met2 track demand over resource after global routing is 4.140%.
- The met3 layer usage reported by global route reads under 10%.
- The maximum operating frequency is 479.8 MHz.
- The aoi/oai-family share of the synthesized area reads 21.43%.
- The synthesized instance count is between 40 and 50.
- The final worst-path cycle share reads between 90% and 100%.
- The number of cells on the worst reg-to-reg path is 5.
- The total routed wirelength is 870 um.
- The utilization after layout reads 16.36%.
- The clock tree from TritonCTS is yes.
- In the post-synthesis netlist, the biggest area contributors are sky130_fd_sc_hd__dfrtp_1 24%, sky130_fd_sc_hd__dlxtn_1 14%, sky130_fd_sc_hd__a221o_1 4.8%.
- Per the detail_route report, inserted antenna diodes total 0.
- met1 track demand over resource after global routing is 3.864%.
- The final hold violation count reads 0.
- The cell area that synthesis handed to floorplanning was between 400 and 500 sq um.
- Global routing finished with a remaining overflow of 0.
- The flop and latch count out of synthesis reads 8.
- The global-route wire length before repair reads 1.559 mm.
- The number of clock buffers added by TritonCTS is 3.
- The final-report setup violation count reads 0.
- For the worst reg-to-reg path, the startpoint reported by OpenROAD is state_reg[2].
- Looking at the clock tree report, the maximum root-to-sink buffer count equals 2.
- The timing endpoint of the critical path is timer_reset.
- Of all cell types, the one taking the most synthesized area is sky130_fd_sc_hd__dfrtp_1.
- Setup repair after global routing could not meet its margin everywhere.
- Buffers placed on the I/O ports in this run total 9.
- The yosys synthesis chip area is 420.4 sq um.
- STA classifies the critical path startpoint as a register.
- The multiplexer share of the synthesized area reads under 10%.
- The switching power is 51.98 uW.
- Per report_power, the sequential group accounts for 32.4% of the total.
- The DRC violation count after routing reads 0.
- The layout overhead on the synthesized area reads 41.37%.
- The total placed cells including tap cells is 102.
- After floorplanning, the core was sized to cover 3633 sq um.
- The number of non-filler instances in the completed layout reads 105.
- In this run the number of H-tree levels came out at 1.
- The post-cts hold-fix buffer tally reads 0.
- The global routing stage identified its most utilized layer as met2.
- The pin count of the biggest net entering global routing reads 14.
- The arrival time reported for the critical path endpoint is 1.62 ns.
- The internal cell power reads 212.6 uW.
- The post-detailed-route via-to-cell ratio is 3.429.
- The worst reg-to-reg setup slack reads 0.51 ns.
- The endpoint type of the worst setup path is a primary output.
- STA puts the critical path data required time at 1.84 ns.
- The clock network fraction of design power is 53.8%.
- The share of synthesized cell area in and, or, nand and nor gates reads a little under a quarter.
- Walking the worst path, the cells encountered are nor2b_1 > a211oi_1 > clkdlybuf4s50_1.
- The launch point of the critical path was reported as state_reg[2].
- The overall die height reads a little over 80 um.
- The smallest clock period supported by the final layout is computed as between 2 and 2.5 ns.
- The area fraction in full adders, half adders and majority gates is 0%.
- The top cell types in the final layout, fill and taps aside, are 9 x sky130_fd_sc_hd__clkdlybuf4s50_1, 5 x sky130_fd_sc_hd__nor2_1, 4 x sky130_fd_sc_hd__dlxtn_1, 4 x sky130_fd_sc_hd__conb_1.
- The average routed wire per standard cell is 8.286 um.
- The top logic cell by instance count in the layout reads sky130_fd_sc_hd__clkdlybuf4s50_1.
- The overall power is about 260 uW.
- The clock tree root buffer cell is sky130_fd_sc_hd__clkbuf_8.
- The first detailed-routing pass ran for 3 iterations.
- The total die area is 6561 sq um.
- The total routing usage reported by global routing reads 2.934%.
- The DRC violation total after the first TritonRoute iteration reads 11.
- The tool warning count for the run is 26.
- For this block, the via count after detailed routing is 360.
- The count of distinct cell types in the synthesized netlist reads 29.
- The timer found 4 register pins that no clock reaches; their paths are not timed.
- The slowest cell on the critical path is sky130_fd_sc_hd__clkdlybuf4s50_1.
- The worst setup slack after placement is 0.02260 ns.
- The worst setup slack after layout reads 0.2158 ns.
- The path type of the worst min-delay path reads in -> async.
- The kind of critical path reads reg -> out.
- The maximum fanout along the worst path is 8.
- In the final layout, the share of cells above drive strength 1 is roughly 14%.
- The via count of the first global-routing pass reads 342.
- Setup total negative slack on the finished layout was measured at 0 ns.
- The area share of the largest cell type after synthesis reads between 20% and 30%.
- The worst VDD IR drop from the latest analysis is between 0.0001 and 0.00015 V.
- The standby leakage power is 0.0002501 uW.
- The starting density of the core is 11.57%.
- The final weighted congestion recorded by global placement is 0.6455.
how the worst min path moves through the flow:
stage | from | endpoint | slack [ns] | depth (start not counted)
after global routing | reset_n | state_reg[2] | 0.45 | 1
after CTS | reset_n | state_reg[2] | 0.45 | 1
final | reset_n | state_reg[2] | 0.45 | 1
stage by stage:
step	instance area, sq um	hold slack [ns]
3_5_place_dp	550.5	0.6745
2_1_floorplan	431.7	0.1644
6_report	594.3	0.4464
5_1_grt	594.3	0.4510
4_1_cts	591.8	0.4477
3_3_place_gp	550.5	0.6725
worst max-delay path: cells and delay by family, from the launching register on:
kind	cells	cell delay, ns
buffers and inverters	1	0.52
DFF	1	0.45
AOI/OAI and AO/OA	1	0.27
and+or+nand+nor	1	0.17
power by group through the flow:
stage / Combinational [uW] / Clock, uW / Sequential, uW
6_report: 36.3 / 142 / 85.8
5_1_grt: 41.7 / 160 / 87.0
4_1_cts: 37.1 / 149 / 85.5
cell usage after synthesis:
| cell | number |
|---|---|
| sky130_fd_sc_hd__a211oi_1 | 1 |
| sky130_fd_sc_hd__a21boi_0 | 1 |
| sky130_fd_sc_hd__a221o_1 | 2 |
| sky130_fd_sc_hd__a22o_1 | 2 |
| sky130_fd_sc_hd__a32oi_1 | 1 |
| sky130_fd_sc_hd__and3_1 | 1 |
| sky130_fd_sc_hd__and3_2 | 1 |
| sky130_fd_sc_hd__and3b_1 | 1 |
| sky130_fd_sc_hd__buf_2 | 1 |
| sky130_fd_sc_hd__buf_4 | 2 |
| sky130_fd_sc_hd__buf_6 | 1 |
| sky130_fd_sc_hd__clkbuf_1 | 2 |
| sky130_fd_sc_hd__conb_1 | 1 |
| sky130_fd_sc_hd__dfrtp_1 | 4 |
| sky130_fd_sc_hd__dlxtn_1 | 4 |
| sky130_fd_sc_hd__inv_1 | 1 |
| sky130_fd_sc_hd__mux2_2 | 1 |
| sky130_fd_sc_hd__nand2_1 | 3 |
| sky130_fd_sc_hd__nand2b_1 | 1 |
| sky130_fd_sc_hd__nand3_1 | 1 |
| sky130_fd_sc_hd__nor2_1 | 5 |
| sky130_fd_sc_hd__nor2b_1 | 1 |
| sky130_fd_sc_hd__nor3_1 | 1 |
| sky130_fd_sc_hd__nor4bb_1 | 2 |
| sky130_fd_sc_hd__o21ai_1 | 1 |
| sky130_fd_sc_hd__o21bai_1 | 1 |
| sky130_fd_sc_hd__o2bb2ai_1 | 1 |
| sky130_fd_sc_hd__o31ai_1 | 1 |
| sky130_fd_sc_hd__xor2_1 | 2 |
routing by layer:
layer	part of all wire (%)	vias to the layer above
met5	0	-
met4	4.4	0
met3	6.1	2
met2	47	7
met1	43	168
li1	-	183
layout make-up:
| class | instances | area, sq um |
|---|---|---|
| flip-flops and latches | 8 | 162.7 |
| inverters | 1 | 3.754 |
| repair buffers | 10 | 97.59 |
| multi-input cells | 35 | 229.0 |
| fillers | 406 | 3039 |
| clock buffers | 3 | 41.29 |
| well taps | 48 | 60.06 |
logic make-up after synthesis:
group	Yosys count
other	1
AND/OR/NAND/NOR	17
buffers and inverters	7
multiplexers	1
AND-OR/OR-AND	11
latches	4
XOR/XNOR	2
flip-flops	4
timing repair:
action,CTS,global route
gates resized,0,2
endpoints found under the hold margin,0,0
setup endpoints to repair,0,2
Power figures rest on the tool's default switching activity, not on a simulated workload.
